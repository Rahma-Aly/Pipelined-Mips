## flow/design.v

```verilog
module ALU(
input       [31:0]  SrcAE,SrcBE,
input       [2:0]   ALUControlE,
output  reg [31:0]  ALUOutE
);
always@(*)
begin
    case (ALUControlE)
        3'b000:  
            ALUOutE = SrcAE & SrcBE;
        3'b001:  
            ALUOutE = SrcAE | SrcBE;
        3'b010:  
            ALUOutE = SrcAE + SrcBE;
        3'b100:  
            ALUOutE = SrcAE - SrcBE;
        3'b101:  
            ALUOutE = SrcAE * SrcBE;
        3'b110:  
            begin
                if(SrcAE<SrcBE)
                    ALUOutE = 32'b1;
                else 
                    ALUOutE = 32'b0;
            end
        default: ALUOutE = 32'b0;
    endcase
end
endmodule
module Execute_stage (
    input   wire    [31:0]      RD1E,RD2E,
    input   wire    [4:0]       RtE,RdE,
    input   wire    [31:0]      aluOutE,ResultE,
    input   wire    [31:0]      SignalmmE,
    input   wire    [1:0]       ForwardAE,ForwardBE,
    input   wire                RegDstE,ALUSrcE,
    input   wire    [2:0]       ALUControlE,
    output  wire    [31:0]      ALUOUTE,WriteDataE,
    output  wire    [4:0]       WriteRegE
);
wire    [31:0]      SrcAE,SrcBE;
MUX #(.width(5)) M1 (  
    .A(RdE),
    .B(RtE),
    .C(WriteRegE),
    .SEL(RegDstE)
);
MUX4x1 M2 (  
    .A(RD1E),
    .B(ResultE),
    .C(aluOutE),
    .D(32'd0),
    .SEL(ForwardAE),
    .OUT(SrcAE)
);
MUX4x1 M3 (  
    .A(RD2E),
    .B(ResultE),
    .C(aluOutE),
    .D(32'd0),
    .SEL(ForwardBE),
    .OUT(WriteDataE)
);
MUX #(.width(32)) M4 (  
    .A(SignalmmE),
    .B(WriteDataE),
    .C(SrcBE),
    .SEL(ALUSrcE)
);
ALU A1 (
    .SrcAE(SrcAE),
    .SrcBE(SrcBE),
    .ALUControlE(ALUControlE),
    .ALUOutE(ALUOUTE)
);
endmodule
module MUX #( parameter  width = 32)(
input   wire    [width - 1:0]  A,  
input   wire    [width - 1:0]  B,  
input   wire                   SEL,
output  reg     [width - 1:0]  C
);
always@(*)
begin
    if(SEL)
        C = A;
    else
        C = B;    
end
endmodule
module MUX4x1 (
input   wire    [31:0]  A,
input   wire    [31:0]  B,
input   wire    [31:0]  C,
input   wire    [31:0]  D,
input   wire    [1:0]   SEL,
output  reg     [31:0]  OUT
);
always@(*)
begin
    case(SEL)
        2'b00: OUT = A;
        2'b01: OUT = B;
        2'b10: OUT = C;
        default: OUT = 32'd0;
    endcase
end
endmodule
```

## flow/run.sh

```bash
#!/bin/bash
# OpenROAD 26Q1-2900-gdf79404cd8, Yosys 0.63+post, stock flow scripts
make -C /OpenROAD-flow-scripts/flow DESIGN_CONFIG=/design/flow/config.mk WORK_HOME=/design/flow/orfs finish
```

## flow/config.mk

```make
export PLATFORM = sky130hd
export DESIGN_NAME = Execute_stage
export DESIGN_NICKNAME = Execute_stage
export VERILOG_FILES = /design/flow/design.v
export SDC_FILE = /design/flow/constraint.sdc
export NUM_CORES = 4
export LEC_CHECK = 1
export CORE_UTILIZATION = 40
```

## flow/constraint.sdc

```tcl
current_design Execute_stage

set clk_period 21.3
set clk_io_pct 0.2

create_clock -name clk0 -period $clk_period

set non_clock_inputs [all_inputs -no_clocks]
set_input_delay [expr $clk_period * $clk_io_pct] -clock clk0 $non_clock_inputs
set_output_delay [expr $clk_period * $clk_io_pct] -clock clk0 [all_outputs]
```

==> run_results.csv <==
group,metric,value,unit
outcome,status,"finished clean",
routing,wl,87.9,mm
placement,post_dp_cell_area,24800,um2
die,rows,84,
timing,finalSetupTns,0,ns
grt,track_usage,0.349,
synthesis,xor_area_frac,0.0378,
grt,overflow,0,
timing,tightest_slew,0.855,ns
routing,drtIter0Drc,1106,
routing,wl_per_cell,24.9,um
timing,period_used_share,0.866,
synthesis,mux_share,0.0457,
timing,max_slew_margin,0.422,
timing,finalSetupViolations,0,
flow_run,warnings,95,
power_and_ir_drop,p_sw,0.00328,W
grt,antenna_found_initial,0,
routing,drtAntennaViolNets,0,
timing,rsz0062_at_grt,"no",
clock_tree,cts_repair_resize_count,0,
clock_tree,cts_setup_buffers,0,
placement,post-place-ws,3.10,ns
die,fp_util,0.407,
worst_hold_path,hp-class,"in -> out",
finish,area_growth,15.4,%
timing,clock.fmax,54.2,MHz
synthesis,yosys_area,21500,um2
grt,grt_pass1_wl,133,mm
synthesis,logic_family,"adder cells",
grt,grt_pass1_vias,21100,
die,core-area,52900,um2
power_and_ir_drop,p_leak,11.9,nW
critical_path,cp_max_fo,44,
die,die-height,234,um
critical_path,path_class,"in -> out",
timing,finalHoldViolCount,0,
flow_run,drv_cap,0,
timing,finalWorstSetupSlack,2.85,ns
placement,gp_congestion,1.03,
die,pin_count,248,
synthesis,syn_inst,2653,
placement,hpwl,70.3,mm
finish,ff_count,0,
synthesis,ys_sh_simple,0.152,
power_and_ir_drop,internal_power,0.00246,W
finish,regArea,0,um2
critical_path,arrival,14.19,ns
synthesis,synth_cell_types,85,
finish,clkbuf_count,0,
critical_path,cpMaxStageDelayCell,"o311ai_0",
critical_path,worst_path_largest_cell_delay,0.62,ns
critical_path,endpoint_kind,"output pin",
routing,num_vias,19900,
critical_path,cp-start-kind,"input port",
critical_path,cp_common_cell,"fa_1",
critical_path,path_buffers,8,
timing,drv_slew,0,
synthesis,yosysWarningCount,4,
power_and_ir_drop,powerDensity,231,nW/um2
synthesis,ys_seq_share,0,
placement,io_buffer_count,248,
power_and_ir_drop,peakVddDrop,366,uV
critical_path,worst-endpoint-required,17.04,ns
critical_path,cp_top_family,"adder cells",
routing,firstDrtPassIters,24,
power_and_ir_drop,swShare,0.572,
synthesis,aoi_share,0.144,
finish,final-comb-area,19100,um2
synthesis,fa_ha_area_frac,0.508,
finish,fillers,5081,
routing,viasPerCell,5.63,
die,die_w,234,um
synthesis,avgSynthCellArea,8.12,um2
synthesis,ys_cells,2653,
critical_path,path_depth,31,
die,die_area,54800,um2
routing,drc,0,
timing,fin_crit,18.45,ns
grt,grt_max_degree,47,
finish,layout-drive-gt1-share,0.0567,
clock_tree,postCtsHoldBufs,0,
synthesis,syn_area,21500,um2
worst_hold_path,whs_path_depth,4,
finish,final_area,24800,um2
==> cells in the mapped netlist (6+ instances only) <==
cell / count / share of area
o211ai_1: 7 / 0.0024
nand2b_1: 12 / 0.0035
clkbuf_1: 92 / 0.016
o21a_1: 7 / 0.0024
clkinv_1: 9 / 0.0016
buf_1: 13 / 0.0023
nor2_1: 370 / 0.064
a21oi_1: 97 / 0.023
nand4bb_1: 8 / 0.0042
buf_2: 12 / 0.0028
a211oi_1: 13 / 0.0045
and3_1: 11 / 0.0032
o21ai_0: 85 / 0.020
o21ai_1: 14 / 0.0033
a221oi_1: 21 / 0.0085
o22ai_1: 24 / 0.0070
buf_4: 8 / 0.0028
a221o_1: 6 / 0.0028
mux2_2: 22 / 0.012
inv_1: 467 / 0.081
o32ai_1: 6 / 0.0024
or3_1: 7 / 0.0020
o221a_2: 14 / 0.0073
a2bb2oi_1: 6 / 0.0024
buf_6: 7 / 0.0037
a31oi_1: 7 / 0.0020
nor3_1: 16 / 0.0037
o2bb2ai_1: 12 / 0.0049
nand3_1: 19 / 0.0044
inv_2: 10 / 0.0017
o21bai_1: 17 / 0.0059
xor2_1: 14 / 0.0057
xnor2_1: 66 / 0.027
nor2b_1: 11 / 0.0032
o211ai_2: 6 / 0.0035
mux2i_1: 67 / 0.031
a21o_1: 26 / 0.0091
fa_1: 410 / 0.38
ha_1: 219 / 0.13
nand2_1: 301 / 0.052
a22oi_1: 17 / 0.0059
==> per-stage QoR <==
step	std cells	hold WS [ns]	power [W]	utilization
2_1_floorplan	2653	8.56	0.00385	-
3_3_place_gp	3530	9.52	0.00575	0.470
3_5_place_dp	3530	9.51	0.00570	0.470
4_1_cts	3530	9.51	0.00575	0.470
5_1_grt	3530	9.54	0.00629	0.470
6_report	3532	9.50	0.00573	0.470
==> path summary, 6_finish.rpt <==
| check | from | to | slack [ns] |
|---|---|---|---|
| setup / recovery | ForwardBE[1] | ALUOUTE[23] | 2.85 |
| hold / removal | aluOutE[30] | WriteDataE[30] | 9.50 |
==> tightest hold or removal path, delay by kind of cell <==
family | cells | cell delay (ns)
AND-OR/OR-AND | 1 | 0.07
AND/OR/NAND/NOR | 1 | 0.08
buffers and inverters | 2 | 0.83
==> cells by family (layout without fill, tap and decap cells) <==
logic type | count (synthesis) | after routing
AOI/OAI and AO/OA | 441 | 441
xor gates and xnor gates | 85 | 85
buffers and inverters | 618 | 807
muxes | 93 | 93
adders and majority gates | 629 | 629
and+or+nand+nor | 787 | 787
other | 0 | 2
==> layout by cell type, fill, tap and decap left out, drive strengths merged, types with 15 or more instances in the layout <==
cell,Yosys,layout
a21o,26,26
buf,40,76
nor3,16,16
xnor2,66,66
o22ai,24,24
nand2,302,302
mux2,24,24
o21ai,102,102
o21bai,17,17
a221oi,25,25
clkdlybuf4s50,0,245
inv,477,477
nand3,19,19
nor2,371,371
mux2i,68,68
fa,410,410
o2bb2ai,15,15
ha,219,219
a22oi,17,17
a21oi,97,97
==> power by group through the flow <==
stage	Sequential, W	Combinational (W)	Clock [W]
5_1_grt	0	0.00629	0
4_1_cts	0	0.00575	0
==> layout make-up <==
type                            count  share of cell area
Tap cell                          688              0.0346
Antenna cell                        2            0.000201
Timing Repair Buffer              321               0.121
Multi-Input combinational cell   2035               0.770
Inverter                          486              0.0734
==> layer usage <==
| metal | track usage | vias to the layer above | wire length, um |
|---|---|---|---|
| li1 | - | 8829 | - |
| met1 | 0.441 | 9903 | 32800 |
| met2 | 0.574 | 961 | 42900 |
| met3 | 0.0937 | 203 | 7460 |
| met4 | 0.144 | 2 | 4670 |
| met5 | 0.00714 | - | 32 |
No activity file was given, so power comes from the tool's default toggle rates.
