File: design/flow/design.v
module Adder(
input      [31:0] A,
input      [31:0] B,
output reg [31:0] Output
);
always@(*)
begin
    Output = A + B;
end
endmodule : Adder
module Decode_Stage (
    input               RegWriteD,  
    input               CLKD,RST_nD,
    input               BranchD,
    input       [31:0]  InstrD,
    input       [31:0]  ALUOutD,  
    input       [31:0]  PCPlus4D,
    input       [4:0]   WriteRegD,  
    input       [31:0]  ResultD,  
    input               ForwardAD,ForwardBD,
    output      [31:0]  RD1D,RD2D,
    output      [31:0]  PCBranchD,PCJumpD,
    output      [31:0]  SignImmD,
    output      [4:0]   RsD,RtD,RdD,
    output              PCSrcD
);
wire [31:0] MUX1_OUT,MUX2_OUT;
wire [31:0] Shifter_output;
wire        EqualD;
wire [31:0] PCJumpD_int;
assign PCSrcD  = BranchD & EqualD;
assign RsD     = InstrD[25:21];
assign RtD     = InstrD[20:16];
assign RdD     = InstrD[15:11];
assign PCJumpD = {PCPlus4D[31:28],InstrD[25:0],2'b00};
Reg_File R1 (
    .A1(InstrD[25:21]),
    .A2(InstrD[20:16]),
    .A3(WriteRegD),
    .WE3(RegWriteD),
    .CLK(CLKD),
    .RST_n(RST_nD),
    .WD3(ResultD),
    .RD1(RD1D),
    .RD2(RD2D)
);
MUX M1 (
    .A(ALUOutD),
    .B(RD1D),
    .C(MUX1_OUT),
    .SEL(ForwardAD)
);
MUX M2 (
    .A(ALUOutD),
    .B(RD2D),
    .C(MUX2_OUT),
    .SEL(ForwardBD)
);
Equality E1 (
    .In1(MUX1_OUT),
    .In2(MUX2_OUT),
    .Out(EqualD)
);
Sign_extend S1 (
    .Instr(InstrD[15:0]),
    .SignImm(SignImmD)
);
Shifter S11 (
    .Shift_in(SignImmD),
    .Shift_out(Shifter_output)
);
Adder A1 (
    .A(PCPlus4D),
    .B(Shifter_output),
    .Output(PCBranchD)
);
Shifter #(.width(26)) S2
(
    .Shift_in(InstrD[25:0]),
    .Shift_out(PCJumpD_int)
);
endmodule
module Equality (
    input       [31:0]  In1,In2,
    output  reg         Out
);
always @(*)
begin
    Out = (In1==In2)?1:0;
end
endmodule
module MUX #( parameter  width = 32)(
input   wire    [width - 1:0]  A,  
input   wire    [width - 1:0]  B,  
input   wire                   SEL,
output  reg     [width - 1:0]  C
);
always@(*)
begin
    if(SEL)
        C = A;
    else
        C = B;    
end
endmodule
module Reg_File
#(
    parameter Width = 32,
    parameter depth = 32,
    parameter Address_Width = 5 )
( 
input      [Address_Width-1:0]   A1,A2,A3,  
input                            WE3,  
input                            CLK,RST_n,  
input      [Width-1:0]           WD3,  
output reg [Width-1:0]           RD1,RD2  
);
reg [Width-1:0] Register_File [0:depth-1];  
integer Counter;
always @(*)
begin
        RD1=Register_File[A1];  
        RD2=Register_File[A2];
end
always @(negedge CLK or negedge RST_n)
begin
    if (~RST_n)
        begin
            for(Counter=0;Counter<32;Counter=Counter+1)
                begin
                    Register_File[Counter]<={(Width) {1'b0}};  
                end
        end
    else if (WE3)
                begin
                    Register_File[A3]<=WD3;  
                end
end
endmodule 
module Shifter #(parameter width=32 )
(
input       [width-1:0]  Shift_in,
output reg  [31:0]       Shift_out
);
always @(*)
    begin
        Shift_out = Shift_in<<2;
    end
endmodule
module Sign_extend(
input        [15:0]   Instr,
output reg   [31:0]   SignImm
);
always@(*)
    begin
        SignImm={{16 {Instr[15]}},Instr};
    end
endmodule
File: design/flow/run.sh
#!/bin/bash
# OpenROAD 26Q1-2900-gdf79404cd8, Yosys 0.63+post, stock flow scripts
make -C /OpenROAD-flow-scripts/flow DESIGN_CONFIG=/design/flow/config.mk WORK_HOME=/design/flow/orfs finish
File: design/flow/config.mk
export PLATFORM = sky130hd
export DESIGN_NAME = Decode_Stage
export DESIGN_NICKNAME = Decode_Stage
export VERILOG_FILES = /design/flow/design.v
export SDC_FILE = /design/flow/constraint.sdc
export NUM_CORES = 4
export LEC_CHECK = 1
export CORE_UTILIZATION = 30
File: design/flow/constraint.sdc
current_design Decode_Stage

set clk_period 8.5
set clk_io_pct 0.2

create_clock -name clk0 -period $clk_period [get_ports {CLKD}]

set non_clock_inputs [all_inputs -no_clocks]
set_input_delay [expr $clk_period * $clk_io_pct] -clock clk0 $non_clock_inputs
set_output_delay [expr $clk_period * $clk_io_pct] -clock clk0 [all_outputs]
==> impl_metrics.env <==
# source this file to load flow results
export IMPL_status="stopped before the end"
export IMPL_haltStage="global routing (5_1_grt)"
export IMPL_error="[ERROR GRT-0116] Global routing finished with congestion. Check the congestion regions in the DRC Viewer."
export IMPL_rows=158
export IMPL_synthArstFlopShare_pct=100.0
export IMPL_cts_path_max_buffers=3
export IMPL_numSynthFlops=1024
export IMPL_synth_edff_count=0
export IMPL_cts_hold_buf=0
export IMPL_hpwlAfterDp_um=209300
export IMPL_placedCellCount=8496
export IMPL_yosysTopAreaCell="dfrtn_1"
export IMPL_ys_seq_share_pct=45.56
export IMPL_yosysWarnings=8
export IMPL_placed_cell_area_um2=69700
export IMPL_syn_avg_cell_area_um2=10.84
export IMPL_die_y_um=435
export IMPL_netlist_top_cells_area="dfrtn_1 46%, mux2_2 21%, a22oi_1 6.3%"
export IMPL_flop_cell="dfrtn_1"
export IMPL_synth_area_um2=56250
export IMPL_grt_max_degree=124
export IMPL_io_pins=315
export IMPL_fp_util_pct=30.27
export IMPL_synth_cells=5189
export IMPL_crit_endpoint="PCSrcD"
export IMPL_root_buffer="clkbuf_16"
export IMPL_io_buffers=302
export IMPL_cts_max_level=3
export IMPL_ys_area_um2=56250
export IMPL_place_congestion=1.076
export IMPL_die_w_um=435
export IMPL_cts_buffers=113
export IMPL_clkSinkCount=1024
export IMPL_top_area_share_pct=45.56
export IMPL_worstEpCategory="output port"
export IMPL_ys_types=88
export IMPL_ys_cells=5189
-- cells in the mapped netlist, types with 12 or more instances --
| cell | n |
|---|---|
| inv_1 | 35 |
| a21o_1 | 19 |
| nand3_1 | 511 |
| mux2i_1 | 19 |
| xor2_1 | 32 |
| buf_2 | 120 |
| nor4_1 | 63 |
| nand4_1 | 182 |
| a2111oi_0 | 50 |
| a22oi_1 | 470 |
| nor3_1 | 41 |
| dfrtn_1 | 1024 |
| ha_1 | 29 |
| a22o_1 | 52 |
| nand2b_1 | 15 |
| a221oi_1 | 38 |
| nand3b_1 | 16 |
| a31oi_1 | 19 |
| nand2_1 | 167 |
| clkbuf_1 | 298 |
| nor2_1 | 169 |
| a2111o_1 | 12 |
| and4_1 | 17 |
| mux2_2 | 1027 |
| buf_1 | 64 |
| a222oi_1 | 18 |
| buf_4 | 87 |
| a21oi_1 | 69 |
| o21ai_0 | 33 |
| nor2b_1 | 21 |
| xnor2_1 | 55 |
| and3b_1 | 14 |
| and3_1 | 199 |
-- metrics by stage --
stage | worst slack, ns | hold slack (ns)
after detailed placement | -2.094 | 0.4539
after floorplan | 0.002861 | 0.4399
after global placement | -1.990 | 0.4472
after CTS | -1.692 | 0.4701
-- logic make-up after synthesis --
kind of cell	share of synthesized area (%)
and+or+nand+nor	14.37
muxes	20.90
DFF	45.56
AOI/OAI and AO/OA	12.05
buffers and inverters	5.085
xor gates and xnor gates	1.355
adders and majority gates	0.6807
other	0.006667
-- repair_timing --
| item | 4_1_cts |
|---|---|
| endpoints found under the hold margin | 0 |
| buffers inserted | 70 |
| resized | 453 |
| pin swaps | 163 |
| endpoints found under the setup margin | 61 |
| cloned | 0 |
